<file path="./data1.txt">
20170020
00000000
00000000
00000000
0017b880
</file>
<file path="./run.sh">
#!/bin/bash
# OpenROAD 26Q1-2900-gdf79404cd8, Yosys 0.63+post, stock flow scripts
make -C /OpenROAD-flow-scripts/flow DESIGN_CONFIG=/design/flow/config.mk WORK_HOME=/design/flow/orfs finish
</file>
<file path="./config.mk">
export PLATFORM = sky130hd
export DESIGN_NAME = ID_EX
export DESIGN_NICKNAME = ID_EX
export VERILOG_FILES = /design/flow/design.v
export SDC_FILE = /design/flow/constraint.sdc
export NUM_CORES = 4
export LEC_CHECK = 1
export CORE_AREA = 10 10 183 183
export DIE_AREA = 0 0 193 193
</file>
<file path="./constraint.sdc">
current_design ID_EX

set clk_period 1.0
set clk_io_pct 0.2

create_clock -name clk0 -period $clk_period [get_ports {clk}]

set non_clock_inputs [all_inputs -no_clocks]
set_input_delay [expr $clk_period * $clk_io_pct] -clock clk0 $non_clock_inputs
set_output_delay [expr $clk_period * $clk_io_pct] -clock clk0 [all_outputs]
</file>
<file path="./design.v">
module registerFile (clk,rs,rt,rd,data1,data2,writeData,regWrite);
input clk;
input [4:0] rs,rt,rd;
input [31:0] writeData;
input regWrite;
output [31:0] data1, data2;
reg [31:0] data1, data2;
reg [31:0] registers[31:0];
always @ (rs or rt)
begin
data1 <= (rs==5'b0)?32'b0:registers[rs];
data2 <= (rt==5'b0)?32'b0: registers[rt];
end
always @(posedge clk)
begin
if(regWrite == 1'b1)
begin
registers[rd] <= writeData;
end
end
endmodule
module controlUnit (instruction,regDst,branch,memRead,memToReg,ALUOp,memWrite,ALUSrc,regWrite);
input [5:0] instruction;
output regDst,branch,memRead,memToReg,memWrite,ALUSrc,regWrite;
output [2:0] ALUOp;
reg regDst,branch,memRead,memToReg,memWrite,ALUSrc,regWrite;
reg [2:0] ALUOp;
always @(instruction) begin
	if (instruction==6'b0) begin
		regDst <= 1'b1;
		branch <= 1'b0;
		memRead <= 1'b0;
		memToReg <= 1'b0;
		memWrite <= 1'b0;
		ALUSrc <= 1'b0;
		regWrite <= 1'b1;
		ALUOp <= 3'b101;
	end
	else begin
		case(instruction)
		6'b001000 :  
					begin
		            regDst <= 1'b0; 
					branch <= 1'b0; 
					memRead <= 1'b0; 
					memToReg <= 1'b0; 
					memWrite <= 1'b0; 
					ALUSrc <= 1'b1;
					regWrite <= 1'b1;
					ALUOp <= 3'b000;
					end
		6'b100011 :  
		            begin
		            regDst <= 1'b0; 
					branch <= 1'b0; 
					memRead <= 1'b1; 
					memToReg <= 1'b1; 
					memWrite <= 1'b0; 
					ALUSrc <= 1'b1;
					regWrite <= 1'b1;
					ALUOp <= 3'b000;
					end
		6'b101011 :  
		            begin
		            regDst <= 1'b0; 
					branch <= 1'b0; 
					memRead <= 1'b0; 
					memToReg <= 1'b0; 
					memWrite <= 1'b1; 
					ALUSrc <= 1'b1;
					regWrite <= 1'b0;
					ALUOp <= 3'b000;
					end
        6'b001100 :  
        			 begin
		            regDst <= 1'b0; 
					branch <= 1'b0; 
					memRead <= 1'b0; 
					memToReg <= 1'b0; 
					memWrite <= 1'b0; 
					ALUSrc <= 1'b1;
					regWrite <= 1'b1;
					ALUOp <= 3'b001;
					end
        6'b001101 :  
      				 begin
		            regDst <= 1'b0; 
					branch <= 1'b0; 
					memRead <= 1'b0; 
					memToReg <= 1'b0; 
					memWrite <= 1'b0; 
					ALUSrc <= 1'b1;
					regWrite <= 1'b1;
					ALUOp <= 3'b010;
					end  
        6'b000100 :  
                    begin
		            regDst <= 1'b0; 
					branch <= 1'b1; 
					memRead <= 1'b0; 
					memToReg <= 1'b0; 
					memWrite <= 1'b0; 
					ALUSrc <= 1'b0;
					regWrite <= 1'b0;
					ALUOp <= 3'b011;
					end
        6'b000101 :  
        			begin
		            regDst <= 1'b0; 
					branch <= 1'b1; 
					memRead <= 1'b0; 
					memToReg <= 1'b0; 
					memWrite <= 1'b0; 
					ALUSrc <= 1'b0;
					regWrite <= 1'b0;
					ALUOp <= 3'b100;
					end
		endcase
	end
end
endmodule
module ALUController(func,ALUOp,ALUControl);
input [5:0] func;
input [2:0] ALUOp;
output [2:0] ALUControl;
reg [2:0] ALUControl;
always @(func or ALUOp) begin
	if (ALUOp == 3'b101) begin
		case(func)
			6'b100000: ALUControl <= 3'b000;  
			6'b100010: ALUControl <= 3'b001;  
			6'b000000: ALUControl <= 3'b010;  
			6'b000010: ALUControl <= 3'b011;  
			6'b100100: ALUControl <= 3'b101;  
			6'b100101: ALUControl <= 3'b100;  
			6'b101010: ALUControl <= 3'b110;  
			default: ALUControl <= 3'b000;
		endcase
	end
	else begin
		case(ALUOp)
			3'b000: ALUControl <= 3'b000;  
			3'b001: ALUControl <= 3'b101;  
			3'b010: ALUControl <= 3'b100;  
			3'b011: ALUControl <= 3'b001;  
			3'b100: ALUControl <= 3'b111;  
			default: ALUControl <= 3'b000;
		endcase
	end
end
endmodule
module signExtend(in,out);
input [15:0] in;
output [31:0] out;
reg [31:0] out;
always @(in) begin
 	out <= {{16{in[15]}},in};
 end 
endmodule
module mux(in1,in2,select,out);
input in1,in2,select;
output out;
assign out = (select)?in2:in1;
endmodule
module IF_ID(clk,instructionIn,PCin,instructionOut,PCout);
input [31:0] instructionIn , PCin;
input clk;
output [31:0] instructionOut , PCout;
reg [31:0] instructionOut , PCout;
always @(posedge clk ) begin
	instructionOut <= instructionIn;
	PCout <= PCin;
end
endmodule
module ID_EX(clk,in,out);
input clk;
input [147:0] in;
output [147:0] out; 
reg [147:0] out;
always @(posedge clk ) begin
out <= in;
end
endmodule
module EX_MEM(clk,in,out);
input clk;
input [106:0] in;
output [106:0] out; 
reg [106:0] out;
always @(posedge clk ) begin
out <= in;
end
endmodule
module MEM_WB(clk,in,out);
input clk;
input [70:0] in;
output [70:0] out;
reg [70:0] out;
always @(posedge clk ) begin
out <= in;
end
endmodule
module instructionMemory(address,data);
input [31:0] address;
output [31:0]data;
reg [31:0] mem[0:127];
initial
    begin
    $readmemh("data1.txt",mem,0,127);
    end
assign data = mem[address[8:2]];
endmodule
module adder(in,out);
input [31:0] in;
output [31:0] out;
assign out = in+4;
endmodule
</file>
==> results.py <==
# Metrics from the implementation run
metrics = {
    "placed_design": {
        "global_placement_routability_congestion": 0.724,
        "detailedPlacementHpwl_mm": 8.46,
        "port_buffers": 296,
    },
    "die": {
        "area_of_the_core_mm2": 0.0296,
        "die.size.x_um": 193,
        "initCoreUtil_pct": 10.0,
        "die-height_um": 193,
        "num_rows": 63,
        "fp.dieArea_mm2": 0.0372,
        "pin_count": 297,
    },
    "synth": {
        "count_of_library_flops_with_an_enable_pin": 0,
        "ys_top_cells_by_area": "sky130_fd_sc_hd__dfxtp_1 100%",
        "synthDistinctLibCells": 1,
        "commonest_cells_in_the_synthesized_netlist": "148 x sky130_fd_sc_hd__dfxtp_1",
        "synth-main-ff-cell": "sky130_fd_sc_hd__dfxtp_1",
        "syn-mean-instance-area_um2": 20.0,
        "ys_cells": 148,
        "ys_seq_elements": 148,
        "post_synthesis_chip_area_from_yosys_mm2": 0.00296,
        "mappedNetlistArea_mm2": 0.00296,
        "yosys.cell_count.top_type": "sky130_fd_sc_hd__dfxtp_1",
        "syn_inst": 148,
        "async_reset_ff_share_pct": 0,
        "synthDominantCellAreaShare_pct": 100,
        "yosysWarningCount": 1,
        "synth-seq-area-share_pct": 100,
        "yosysTopAreaCell": "sky130_fd_sc_hd__dfxtp_1",
    },
    "global_routing": {
        "first_global_vias": 2282,
        "antenna_found_initial": 0,
        "grt_util_all_layers_pct": 5.11,
        "grt_start_max_net_pins": 17,
        "grt_overflow_total": 0,
        "global_route_wire_length_before_repair_mm": 14.2,
    },
    "critical_path": {
        "path_delay_family": "flip-flops",
        "cp.arrival_ps": 850,
        "critical_path.slowest_cell": "sky130_fd_sc_hd__dfxtp_2",
        "maximum_single_stage_delay_on_the_critical_path_ps": 320,
        "critPathMaxFanout": 1,
        "timing.critical_path.from_type": "register",
        "worstSetupEndpointType": "primary output",
        "path_buffers": 1,
        "crit_chain": "buf_6",
        "timing.critical_path.required_ps": 800,
        "crit_type": "register to primary output",
    },
    "layout": {
        "syn_to_final_growth_pct": 112,
        "drive_gt1_share_pct": 40.3,
        "n_multi_input_combinational_cell": 0,
        "filler_cell_count": 3193,
        "largest_register_ffs": 148,
        "logic_area_um2": 0,
        "top_regs": "out: 148 flops",
        "largest-register": "out",
    },
    "drt": {
        "vias_per_cell": 2.50,
        "via_count": 2168,
        "violation_count_after_the_first_detailed_routing_iteration": 30,
        "drtAntennaViolNets": 0,
        "drt_wl_total_mm": 10.6,
        "detailedRoute.firstPassIterationCount": 4,
        "drc": 0,
        "wl_per_cell_um": 12.2,
        "insertedDiodeCount": 0,
    },
    "run_status": {
        "status": "complete, but fails checks",
        "violations": "negative setup slack",
    },
    "hold_path": {
        "hold_start": "in[143]",
        "hold-path-endpoint": "out[143]",
        "hp-class": "input pin to register",
        "holdPathStages": 1,
    },
    "pwr": {
        "leakage_nw": 2.70,
        "peak_supply_drop_mv": 1.35,
        "power.density_mw_per_mm2": 2150,
    },
    "run": {
        "tool_warnings": 27,
        "max_cap_viol_count": 0,
    },
    "cts": {
        "clk_transition_reported_paths_ps": 70,
        "cts_sinks": 148,
        "library_cell_used_as_clock_root_buffer": "sky130_fd_sc_hd__clkbuf_16",
        "cts_tree": "done",
        "number_of_buffers_created_by_cts": 17,
        "htree_depth": 4,
        "max-clock-path-buffers": 2,
    },
    "sta": {
        "fmax_mhz": 952,
        "layout_min_cycle_time_ps": 1050,
        "timing.final.setup_violations": 148,
        "rsz0062_at_grt": "yes",
        "timing.final.crit_share_pct": 105,
        "report.final.slew_viol_count": 0,
        "hold_worst_slack_ps": 206,
        "timing_worst_slew_pin_value_ps": 190,
        "fin_ws_ps": -50.9,
        "max_slew_margin_vs_limit_pct": 87.3,
        "hold_viol": 0,
        "setup_tns_ps": -3180,
    },
}
per-stage QoR:
stage	area (µm²)	power (mW)	utilization (%)	setup slack, ps	cells
final	6290	13.5	21.3	-50.9	866
after global routing	6290	14.3	21.3	-116	866
after CTS	6290	13.9	21.3	-111	866
after detailed placement	6410	7.56	21.7	-62.8	834
after global placement	6410	7.56	21.7	-62.0	834
after floorplan	2960	6.33	-	538	148
worst max-delay path by stage:
| stage | cells past startpoint | endpoint | slack [ps] | startpoint |
|---|---|---|---|---|
| after CTS | 1 | out[86] | -110 | out[86] |
| after global routing | 1 | out[143] | -120 | out[143] |
| final | 1 | out[21] | -50 | out[21] |
cell type report:
type,instances,area [µm²],area share [%]
Tap cell,390,488,7.75
Sequential cell,148,2980,47.3
Clock inverter,15,169,2.68
Clock buffer,17,425,6.76
Timing Repair Buffer,296,2230,35.5
cells by family after synthesis:
logic type,Yosys count,synth area share (%)
flops,148,100
where the power goes:
part | internal (mW) | switching (mW) | total, mW
Combinational | 0.692 | 0.130 | 0.822
Sequential | 6.22 | 0.0606 | 6.28
Clock | 3.74 | 2.70 | 6.44
Total | 10.6 | 2.89 | 13.5
timing repair:
item | in CTS | in global routing
endpoints found under the setup margin | 148 | 148
gates cloned | 0 | 0
pin swaps | 0 | 0
gates resized | 471 | 5
setup buffers | 0 | 0
hold buffers | 0 | 0
per-layer routing:
layer / GRT usage, % / up-vias / wire (µm)
met3: 3.03 / 10 / 1270
met1: 5.67 / 943 / 3680
met2: 8.28 / 119 / 5400
li1: - / 1096 / -
met4: 1.18 / 0 / 250
met5: 0 / - / 0
placed cells by master (no fill, tap or decap), drive strengths merged:
master / Yosys / layout
buf: 0 / 148
bufinv: 0 / 2
clkbuf: 0 / 17
clkdlybuf4s50: 0 / 148
clkinv: 0 / 2
clkinvlp: 0 / 3
dfxtp: 148 / 148
inv: 0 / 8
No activity file was given, so power comes from the tool's default toggle rates.
